### design/flow/design.v
module lab2_3(
	input wire [3:0] IN,
	input wire dec,latch,
	input wire clk,
	output reg zero_flag
	);
reg [3:0] counter, temp;
always@(*)
begin
	if(latch)
	begin
		temp = IN;
	end
	else if(dec&& !zero_flag)
	begin
		temp = counter - 1;
	end
	else
	begin
		temp = counter;
	end	
end
always@(posedge clk)
begin
	counter<= temp;
end
always@(*)
begin
	if(counter == 4'b0)
	begin
		zero_flag = 1'b1;
	end
	else
	begin
		zero_flag = 1'b0;
	end
end
endmodule
### design/flow/run.sh
#!/bin/bash
# OpenROAD 26Q1-2900-gdf79404cd8, Yosys 0.63+post, stock flow scripts
make -C /OpenROAD-flow-scripts/flow DESIGN_CONFIG=/design/flow/config.mk WORK_HOME=/design/flow/orfs finish
### design/flow/config.mk
export PLATFORM = sky130hd
export DESIGN_NAME = lab2_3
export DESIGN_NICKNAME = lab2_3
export VERILOG_FILES = /design/flow/design.v
export SDC_FILE = /design/flow/constraint.sdc
export NUM_CORES = 4
export LEC_CHECK = 1
export CORE_AREA = 10 10 70 70
export DIE_AREA = 0 0 80 80
### design/flow/constraint.sdc
current_design lab2_3

set clk_period 1.8
set clk_io_pct 0.2

create_clock -name clk0 -period $clk_period [get_ports {clk}]

set non_clock_inputs [all_inputs -no_clocks]
set_input_delay [expr $clk_period * $clk_io_pct] -clock clk0 $non_clock_inputs
set_output_delay [expr $clk_period * $clk_io_pct] -clock clk0 [all_outputs]
==> impl_metrics.json <==
{
  "status": "complete, no violations",
  "place_congestion": 0.697,
  "critical_path.max_stage_delay_ns": 0.38,
  "syn_area_um2": 234,
  "drt-wirelength-per-cell_um": 6.95,
  "grt_max_degree": 9,
  "dr.first_iter.drc_count": 6,
  "postCtsSetupBuffers": 0,
  "htreeDepth": 1,
  "vias_per_cell": 2.43,
  "min_from": "counter[0]",
  "drt-total-wl_um": 549,
  "synth-main-ff-cell": "edfxtp_1",
  "grt_pass1_vias": 212,
  "drv_cap": 0,
  "utilization": 0.117,
  "netlist_top_cells_count": "edfxtp_1 (4), inv_1 (4), nand2_1 (2), o21ai_0 (2), o31a_1 (2)",
  "synth.top_cell.area_share": 0.513,
  "area_growth_pct": 70.6,
  "yosys.area.top_type": "edfxtp_1",
  "cts.sink_count": 4,
  "async_flop_share": 0,
  "arrival_ns": 1.27,
  "reg2reg_slack_ns": 0.37,
  "track_usage": 0.0181,
  "antenna_found_initial": 0,
  "enable_flop_cells": 4,
  "tightest_slew_ns": 0.374,
  "finalClockPeriodUsage": 0.908,
  "drc": 0,
  "io_pins": 8,
  "path_cells": "inv_1 -> ha_1 -> nor3b_2 -> dlygate4sd2_1",
  "n_antenna_cell": 0,
  "cp_max_fo": 2,
  "reg2reg_from": "counter[0]",
  "fp.dieH_um": 80,
  "hold_violations": 0,
  "synth_cell_types": 13,
  "fmax_mhz": 612,
  "rows": 21,
  "warning_count": 25,
  "top_register": "counter",
  "crit_buf_inv": 2,
  "p_per_area_nw_per_um2": 777,
  "end_kind": "primary output",
  "crit_required_ns": 1.44,
  "r2r_end": "counter[0]",
  "netlist_instances": 22,
  "fp.dieW_um": 80,
  "skew_ns": 0.00781,
  "p_total_mw": 0.310,
  "firstDrtPassIters": 3,
  "largest_reg_flops": 4,
  "seq_area_um2": 120,
  "path_clk_slew_ns": 0.03,
  "path_delay_family": "flip-flops",
  "yosys-top-cells-area": "edfxtp_1 (51%), o31a_1 (7.5%), inv_1 (6.4%)",
  "worstHoldEndpoint": "counter[0]",
  "clkLatencyLatePin_ns": 0.24,
  "worstHoldPathType": "reg2reg",
  "period_minus_slack_ns": 1.63,
  "hold_slack_ns": 0.708,
  "p_leak_nw": 0.154,
  "reg2reg_depth": 4,
  "final-setup-viol-count": 0,
  "vias": 192,
  "ir_drop_uv": 292,
  "io_buffers": 7,
  "tritoncts": "done",
  "drive_above_1_share": 0.182,
  "ys_seq_frac": 0.513,
  "yosys-stat-area_um2": 234,
  "yosysWarnings": 1,
  "ys_cells": 22,
  "timing.final.max_slew_violations": 0,
  "grt_pass1_wl_um": 924,
  "min_path_cells": 2,
  "coreArea_um2": 3420,
  "clockBufferDepth": 2,
  "cts-root-buf": "clkbuf_4",
  "rsz0062_at_grt": "no",
  "cpMaxStageDelayCell": "edfxtp_1",
  "place_hpwl_um": 440,
  "logic_area_um2": 100,
  "maxSlewHeadroom": 0.750,
  "cts_hold_buf": 0,
  "cts_made_buffers": 3,
  "fin_setup_tns_ns": 0,
  "fp_util": 0.0685,
  "grt.overflow.total": 0,
  "top_regs": "counter: 4 flops",
  "critPathKind": "reg2out",
  "ys_ff": 4,
  "ant_nets": 0,
  "chip_area_um2": 6400,
  "start_kind": "flop",
  "avgSynthCellArea_um2": 10.6,
  "fillers": 407
}
cells by family (layout without fill, tap and decap cells):
logic type / count (synthesis) / count (layout) / share of synthesized area
flip-flops: 4 / 4 / 0.513
AND-OR/OR-AND: 5 / 5 / 0.150
AND/OR/NAND/NOR: 5 / 5 / 0.123
XOR/XNOR: 1 / 1 / 0.0374
multiplexers: 1 / 1 / 0.0428
adder cells (fa/ha/maj): 1 / 1 / 0.0535
buffers and inverters: 5 / 16 / 0.0802
area by class of cell:
type / count / share of cell area
inverter: 4 / 0.0376
tap: 46 / 0.144
timing repair buffer: 9 / 0.210
clock buffer: 3 / 0.0564
multi-input combinational: 13 / 0.251
sequential: 4 / 0.301
stage by stage:
stage / worst slack, ns / cell area [µm²] / std cells
after floorplan: 0.469 / 234 / 22
after global placement: 0.0361 / 373 / 76
after detailed placement: 0.0538 / 373 / 76
after CTS: 0.150 / 399 / 79
after global routing: 0.0474 / 399 / 79
final: 0.166 / 399 / 79
worst max path at each step:
| stage | from | endpoint | slack [ns] | cells past startpoint |
|---|---|---|---|---|
| 6_report | counter[0] | zero_flag | 0.17 | 4 |
| 4_1_cts | counter[0] | zero_flag | 0.15 | 4 |
| 5_1_grt | counter[0] | zero_flag | 0.05 | 4 |
cells in the final DEF, fill, tap and decap left out:
cell	n
buf_4	2
clkdlybuf4s50_1	6
inv_1	4
clkbuf_4	3
o21ai_0	2
o21bai_1	1
o31a_1	2
mux2i_1	1
ha_1	1
or2b_1	1
xnor2_1	1
nor4_1	1
nor3b_2	1
nand2_1	2
dlygate4sd2_1	1
edfxtp_1	4
repair_timing:
action                                  4_1_cts  5_1_grt
endpoints found under the setup margin        1        0
gates resized                                 2        0
endpoints found under the hold margin         0        0
metal layers:
layer	track usage	share of wire	wire (µm)
met1	0.0202	0.44	239
met2	0.0265	0.46	250
met3	0.0136	0.093	51
met4	0.00528	0.015	8
met5	0	0	0
worst register-to-register path, cell delays in order, from the launching register on:
cell and delay, ns:
edfxtp_1 0.34, inv_1 0.05, ha_1 0.21, nor3b_2 0.16, o21bai_1 0.32
power by group:
group          total (mW)  switching, mW  leakage [nW]  internal (mW)
combinational      0.0658         0.0241        0.0993         0.0417
clock               0.112         0.0371        0.0138         0.0746
sequential          0.133         0.0110        0.0408          0.122
Power and IR drop assume default switching activity.
