==> flow/design.v <==
module CMP_module #(
parameter in_width  = 16,
parameter out_width = 2		 
)
(
input	wire	[in_width-1:0]	A,B,		
input	wire	[1:0]			OP,			
input	wire					CLK,RST,	
input	wire					enable,		
output	reg		[out_width-1:0]	CMP_out,	
output	reg						CMP_flag	
);
reg		[out_width-1:0]			CMP_out_comp;	 
reg								CMP_flag_comp;	 
always@(negedge RST or posedge CLK)
begin
	if(!RST)
	begin
		CMP_flag <= 1'b0;
		CMP_out	 <= 0;
	end
	else
	begin
		CMP_out 	<= CMP_out_comp;
		CMP_flag	<= CMP_flag_comp;
	end
end
always@(*)
begin
	if(enable)
	begin
		CMP_flag_comp = 1'b1;
		case(OP)
			2'b00:	begin
					CMP_out_comp = 0;				   
					end	
			2'b01:	begin
					CMP_out_comp = (A==B)?2'b01:2'b0;  
					end	 
			2'b10:	begin
					CMP_out_comp = (A>B)? 2'b10:2'b0;  
					end	 
			2'b11:	begin
					CMP_out_comp = (A<B)? 2'b11:2'b0;  
					end		
		endcase
	end
	else
	begin
		CMP_flag_comp = 1'b0;
		CMP_out_comp  = 0;
	end
end
endmodule
module TOP_MODULE_ALU #(
parameter in_width		= 16,
parameter out_width		= 16,
parameter CMP_out_width = 2
)
(
input	wire	[in_width-1:0]	         A,B,
input	wire	[3:0]                    ALU_FUN,
input	wire	                         CLK,RST,
output	wire	[out_width-1:0]          arith_out,logic_out,shift_out,    
output	wire	[CMP_out_width-1:0]		 CMP_out,
output	wire	                       	 arith_flag,logic_flag,CMP_flag,shift_flag,
output	wire							 carry_out
);
wire				Arith_Enable,Logic_Enable,CMP_Enable,Shift_Enable;
decoder_module 		
u1(
.in_dec       (ALU_FUN[3:2]),	 
.Arith_Enable (Arith_Enable),	 
.Logic_Enable (Logic_Enable),	 
.CMP_Enable   (CMP_Enable)  ,	 
.Shift_Enable (Shift_Enable)	 
);
arith_module #(.in_width(in_width),.out_width(out_width))
u2(
.A	    	 (A),
.B      	 (B),
.OP     	 (ALU_FUN[1:0]),
.CLK    	 (CLK),
.RST    	 (RST),
.enable 	 (Arith_Enable),
.arith_out   (arith_out),
.carry_out   (carry_out),
.arith_flag  (arith_flag)
);
logic_module #(.in_width(in_width),.out_width(out_width))
u3(
.A	    	 (A),
.B      	 (B),
.OP     	 (ALU_FUN[1:0]),
.CLK    	 (CLK),
.RST    	 (RST),
.enable 	 (Logic_Enable),
.logic_out   (logic_out),
.logic_flag  (logic_flag)
);
CMP_module #(.in_width(in_width),.out_width(CMP_out_width))
u4(
.A	    	 (A),
.B      	 (B),
.OP     	 (ALU_FUN[1:0]),
.CLK    	 (CLK),
.RST    	 (RST),
.enable 	 (CMP_Enable),
.CMP_out   (CMP_out),
.CMP_flag  (CMP_flag)
);
shift_module #(.in_width(in_width),.out_width(out_width))
u5(
.A	    	 (A),
.B      	 (B),
.OP     	 (ALU_FUN[1:0]),
.CLK    	 (CLK),
.RST    	 (RST),
.enable 	 (Shift_Enable),
.shift_out   (shift_out),
.shift_flag  (shift_flag)
);
endmodule
module arith_module #(
parameter in_width 	= 16,
parameter out_width	= 16
)
(
input	wire	[in_width-1:0]	A,B,			 
input	wire	[1:0]			OP,				 
input	wire					CLK,RST,		 
input	wire					enable,			 
output	reg		[out_width-1:0]	arith_out,		 
output	reg						carry_out,		 
output	reg						arith_flag		 
);
reg	[out_width-1:0]	arith_out_comp; 	 
reg					carry_out_comp; 	 
reg					arith_flag_comp;	 
always@(negedge RST or posedge CLK)
begin
	if(!RST)
	begin
		arith_flag <= 1'b0;
		carry_out  <= 1'b0;
		arith_out  <= 0;
	end
	else
	begin
		carry_out  <= carry_out_comp;
		arith_out  <= arith_out_comp;
		arith_flag <= arith_flag_comp;
	end
end
always@(*)
begin
	if(enable)	 
	begin
		arith_flag_comp = 1'b1;
		case(OP)
			2'b00:	begin
					{carry_out_comp,arith_out_comp} = A+B;	 
					end	
			2'b01:	begin	
					{carry_out_comp,arith_out_comp} = A-B;	 
					end	
			2'b10:	begin	
					{carry_out_comp,arith_out_comp} = A*B;	 
					end	
			2'b11:	begin	
					{carry_out_comp,arith_out_comp} = A/B;	 
					end		
		endcase
	end
	else	 
	begin
		arith_flag_comp = 0;
		arith_out_comp  = 0;
		carry_out_comp  = 0;
	end
end
endmodule
module decoder_module (
input	wire	[1:0]	in_dec,
output	reg				Arith_Enable,
output	reg				Logic_Enable,
output	reg				CMP_Enable,
output	reg				Shift_Enable
);
always@(*)
begin
Arith_Enable	=	1'b0;
Logic_Enable	=	1'b0;
CMP_Enable		=	1'b0;
Shift_Enable	=	1'b0;
	case (in_dec)  
		2'b00:begin
				Arith_Enable = 1'b1;
			  end
		2'b01:begin
				Logic_Enable = 1'b1;
			  end
		2'b10:begin
				CMP_Enable 	 = 1'b1;
			  end
		2'b11:begin
				Shift_Enable = 1'b1;
			  end
	 endcase
end
endmodule
module logic_module #(
parameter in_width 	= 16,
parameter out_width	= 16
)
(
input	wire	[in_width-1:0]	A,B,		 
input	wire	[1:0]			OP,			 
input	wire					CLK,RST,	 
input	wire					enable,		 
output	reg		[out_width-1:0]	logic_out,	 
output	reg						logic_flag	 
);
reg		[out_width-1:0]		logic_out_comp; 		 
reg							logic_flag_comp;		 
always@(negedge RST or posedge CLK)
begin
	if(!RST)
	begin
		logic_flag <= 1'b0;
		logic_out  <= 0;
	end
	else
	begin
		logic_flag <= logic_flag_comp;
		logic_out  <= logic_out_comp;
	end
end
always@(*)
begin
	if(enable)	 
	begin
		logic_flag_comp = 1'b1;
		case(OP)
			4'b00	:	begin
							logic_out_comp = A&B;
						end
			4'b01	:	begin
							logic_out_comp = A|B;
						end
			4'b10	:	begin
							logic_out_comp = ~(A&B);
						end
			4'b11	:	begin
							logic_out_comp = ~(A|B);
						end
			endcase
	end
	else		 
	begin
		logic_out_comp = 0;
		logic_flag_comp	   = 1'b0;
	end
end
endmodule
module shift_module #(
parameter in_width  = 16,
parameter out_width = 16
)
(
input	wire	[in_width-1:0]	A,B,		
input	wire	[1:0]			OP,			
input	wire					CLK,RST,	
input	wire					enable,		
output	reg		[out_width-1:0]	shift_out,	
output	reg						shift_flag	
);
reg		[out_width-1:0]			shift_out_comp;	     
reg								shift_flag_comp;	 
always@(negedge RST or posedge CLK)
begin
	if(!RST)
	begin
		shift_flag <= 1'b0;
		shift_out	 <= 0;
	end
	else
	begin
		shift_out 	<= shift_out_comp;
		shift_flag	<= shift_flag_comp;
	end
end
always@(*)
begin
	if(enable)
	begin
		shift_flag_comp = 1'b1;
		case(OP)
			2'b00:	begin
					shift_out_comp = A>>1'b1;			 
					end	
			2'b01:	begin
					shift_out_comp = A<<1'b1;			 
					end	 
			2'b10:	begin
					shift_out_comp = B>>1'b1;			 
					end	 
			2'b11:	begin
					shift_out_comp = B<<1'b1;			 
					end		
		endcase
	end
	else
	begin
		shift_flag_comp = 1'b0;
		shift_out_comp  = 0;
	end
end
endmodule
==> flow/run.sh <==
#!/bin/bash
# OpenROAD 26Q1-2900-gdf79404cd8, Yosys 0.63+post, stock flow scripts
make -C /OpenROAD-flow-scripts/flow DESIGN_CONFIG=/design/flow/config.mk WORK_HOME=/design/flow/orfs finish
==> flow/config.mk <==
export PLATFORM = sky130hd
export DESIGN_NAME = TOP_MODULE_ALU
export DESIGN_NICKNAME = TOP_MODULE_ALU
export VERILOG_FILES = /design/flow/design.v
export SDC_FILE = /design/flow/constraint.sdc
export NUM_CORES = 4
export LEC_CHECK = 1
export CORE_UTILIZATION = 50
==> flow/constraint.sdc <==
current_design TOP_MODULE_ALU

set clk_period 1.0
set clk_io_pct 0.2

create_clock -name clk0 -period $clk_period [get_ports {CLK}]

set non_clock_inputs [all_inputs -no_clocks]
set_input_delay [expr $clk_period * $clk_io_pct] -clock clk0 $non_clock_inputs
set_output_delay [expr $clk_period * $clk_io_pct] -clock clk0 [all_outputs]
==> deck_impl_summary.md <==
Physical Implementation Snapshot

Placement
  • GPL Wtd Cong: 1.048
  • DPL Wire Length: 52.66 mm
  • Area after DPL: 0.02381 mm2
  • Worst setup slack after placement: -25.68 ns
  • Post-Place Cells: 3,272
  • PortBufs: 92

Logic synthesis
  • XOR/XNOR share of the synthesized area: 7.645%
  • Synth Flop Type: dfrtp_1
  • Seq share, synth: 8.343%
  • Mux area share: 5.339%
  • Mapped cell area: 0.01650 mm2
  • Biggest area cells: ha_1, fa_1, dfrtp_1, xnor2_1, nor2_1
  • Main logic family: adder cells
  • Cell Type Count: 89
  • EDFF count, synth: 0
  • Yosys top cell by instances: ha_1
  • Yosys chip area: 0.01650 mm2
  • Adder share: 30.76%
  • Yosys reg bits: 55
  • Synth Area in Simple Gates: 19.84%
  • Syn. warnings: 5
  • Ys cells: 2,124
  • Cell taking the most area after synthesis: ha_1
  • Aoi share: 21.08%
  • Mapped Cells: 2,124
  • Fraction of registers with async set or reset after synthesis: 100.0%
  • Syn avg cell area: 7.767 um2
  • Largest type area fraction: 19.11%
  • Top cells by count, synth: ha_1, nor2_1, inv_1, nand2_1, a21oi_1

Clocking
  • CTS Sinks: 55
  • Bufs on Longest Clock Path: 2
  • TritonCTS Buffers: 5
  • Clk root buf: clkbuf_16
  • CTS H-tree depth: 2

Outcome
  • Failed at: global routing
  • Outcome: stopped before the end
  • Error msg: [ERROR GRT-0232] Routing congestion too high. Check the congestion heatmap in the GUI.

Final timing
  • Worst End Pin Type: register data pin
  • GR repair worst EP: u2.arith_out[0]$_DFF_PN0_/D

Global routing
  • Largest net degree at the start of global routing: 56

Floorplanning
  • Die Y: 183.6 um
  • Core utilization at floorplan: 50.70%
  • Num rows: 66
  • Die Wd: 183.6 um
  • I/O pin total: 93
## timing repair
item	4_1_cts
cloned	5
resized	739
endpoints found under the hold margin	55
pin swaps	168
setup endpoints to repair	107
buffers inserted	164
## logic make-up after synthesis
group	count (synthesis)
multiplexers	66
adder cells (fa/ha/maj)	348
XOR/XNOR	144
buffers and inverters	303
AND-OR/OR-AND	518
other	1
AND/OR/NAND/NOR	689
flip-flops	55
