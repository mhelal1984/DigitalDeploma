==> design.v <==
module CLK_DIV (
input		wire			i_ref_clk,
input		wire			i_rst_n,
input		wire			i_clk_en,
input		wire	[4:0]	i_div_ratio,
output		reg				o_div_clk
);
reg [4:0]	counter,n;
always@(posedge i_ref_clk, negedge i_rst_n)
begin
	if(!i_rst_n)
	n <= 0;
	else
	n <= i_div_ratio; 
end
always@(posedge i_ref_clk, negedge i_rst_n)
begin
	if(!i_rst_n)
	begin
		counter <= 0;
	end
	else if(counter < n-1)
	begin
		counter <= counter + 1;
	end
	else
	begin
		counter <= 0;
	end
end
always@(*)
begin
	if (i_clk_en & (n!=0|n!=1))
	begin
		o_div_clk = (counter < n >> 1) ? 1'b1:1'b0;
	end
	else
	begin
		o_div_clk = i_ref_clk;
	end
end
endmodule
==> run.sh <==
#!/bin/bash
# OpenROAD 26Q1-2900-gdf79404cd8, Yosys 0.63+post, stock flow scripts
make -C /OpenROAD-flow-scripts/flow DESIGN_CONFIG=/design/flow/config.mk WORK_HOME=/design/flow/orfs finish
==> config.mk <==
export PLATFORM = sky130hd
export DESIGN_NAME = CLK_DIV
export DESIGN_NICKNAME = CLK_DIV
export VERILOG_FILES = /design/flow/design.v
export SDC_FILE = /design/flow/constraint.sdc
export NUM_CORES = 4
export LEC_CHECK = 1
export CORE_AREA = 10 10 71 71
export DIE_AREA = 0 0 81 81
==> constraint.sdc <==
current_design CLK_DIV

set clk_period 3.6
set clk_io_pct 0.2

create_clock -name clk0 -period $clk_period [get_ports {i_ref_clk}]

set non_clock_inputs [all_inputs -no_clocks]
set_input_delay [expr $clk_period * $clk_io_pct] -clock clk0 $non_clock_inputs
set_output_delay [expr $clk_period * $clk_io_pct] -clock clk0 [all_outputs]
==> impl_metrics.xml <==
<?xml version="1.0" encoding="UTF-8"?>
<metrics>
  <group name="worst_setup_path">
    <metric name="critical_path_buf_inv_count" unit="">3</metric>
    <metric name="critPathLaunchType" unit="">clock port</metric>
    <metric name="critical_path.max_stage_delay" unit="ps">410</metric>
    <metric name="timing.critical_path.cells" unit="">clkbuf_8, clkbuf_8, a21oi_1, a31oi_1, clkdlybuf4s50_1</metric>
    <metric name="critical_path_arrival" unit="ps">2600</metric>
    <metric name="setup.reg_to_reg.worst_slack" unit="ps">1770</metric>
    <metric name="cp_slowest_cell" unit="">sky130_fd_sc_hd__clkdlybuf4s50_1</metric>
    <metric name="timing.critical_path.max_delay_family" unit="">buffers and inverters</metric>
    <metric name="path_class" unit="">clock port to output port</metric>
    <metric name="cp.required" unit="ps">2880</metric>
    <metric name="cp_max_fanout" unit="">2</metric>
    <metric name="critical-path-top-cell-by-count" unit="">sky130_fd_sc_hd__clkbuf_8</metric>
    <metric name="critPathCaptureType" unit="">output port</metric>
  </group>
  <group name="global_routing">
    <metric name="largest_net_degree_at_the_start_of_global_routing" unit="">11</metric>
    <metric name="grt_pass1_wl" unit="um">2100</metric>
    <metric name="number_of_global_route_vias_before_repair" unit="">512</metric>
    <metric name="grt.overflow.total" unit="">0</metric>
    <metric name="grt_util_all_layers" unit="">0.0396</metric>
    <metric name="grt_antenna_before_repair" unit="">0</metric>
  </group>
  <group name="sta">
    <metric name="timing_worst_slew_pin_value" unit="ps">431</metric>
    <metric name="final_hold_viol_count" unit="">0</metric>
    <metric name="tns" unit="ps">0</metric>
    <metric name="setup_violations" unit="">0</metric>
    <metric name="setup_ws" unit="ps">281</metric>
    <metric name="finalClockSkew" unit="ps">2.53</metric>
    <metric name="max-slew-margin-rel" unit="">0.712</metric>
    <metric name="grt_setup_unrepaired" unit="">no</metric>
    <metric name="slew_violations" unit="">0</metric>
  </group>
  <group name="drt">
    <metric name="routed-wl-met3" unit="um">87</metric>
    <metric name="dr_total_vias" unit="">457</metric>
    <metric name="route.antenna.diode_count" unit="">0</metric>
    <metric name="initialDrtViolationCount" unit="">3</metric>
    <metric name="met2_length" unit="um">537</metric>
    <metric name="drc" unit="">0</metric>
    <metric name="dr.max_layer_used" unit="">met3</metric>
    <metric name="drt_first_pass_iters" unit="">4</metric>
    <metric name="wl_per_cell" unit="um">9.84</metric>
    <metric name="viasPerCell" unit="">3.87</metric>
    <metric name="met1Wirelength" unit="um">536</metric>
    <metric name="antenna_left" unit="">0</metric>
    <metric name="drt_wl_total" unit="um">1160</metric>
  </group>
  <group name="yosys">
    <metric name="synth_cells" unit="">55</metric>
    <metric name="yosysChipArea" unit="um^2">599</metric>
    <metric name="synthDominantCellAreaShare" unit="">0.418</metric>
    <metric name="synth-main-ff-cell" unit="">sky130_fd_sc_hd__dfrtp_1</metric>
    <metric name="postSynthRegisterBits" unit="">10</metric>
    <metric name="synthesis_warning_total" unit="">1</metric>
    <metric name="synth.largest_area_cell" unit="">sky130_fd_sc_hd__dfrtp_1</metric>
    <metric name="synth-cells-yosys" unit="">55</metric>
    <metric name="synthesis.area" unit="um^2">599</metric>
    <metric name="synth.top_cells.by_area" unit="">sky130_fd_sc_hd__dfrtp_1, sky130_fd_sc_hd__ha_1, sky130_fd_sc_hd__xnor2_1</metric>
    <metric name="asyncSetResetFlopFracSynth" unit="">1.00</metric>
    <metric name="edff_count_synth" unit="">0</metric>
    <metric name="ys_seq_share" unit="">0.418</metric>
    <metric name="top_cells_by_count" unit="">sky130_fd_sc_hd__dfrtp_1, sky130_fd_sc_hd__ha_1, sky130_fd_sc_hd__nor2_1</metric>
    <metric name="syn_avg_cell_area" unit="um^2">10.9</metric>
    <metric name="synth_cell_type_count" unit="">20</metric>
  </group>
  <group name="floorplanning">
    <metric name="dieArea" unit="um^2">6560</metric>
    <metric name="fp.coreArea" unit="um^2">3630</metric>
    <metric name="placement_rows" unit="">22</metric>
    <metric name="floorplan.die.width" unit="um">81</metric>
    <metric name="io_pins" unit="">9</metric>
    <metric name="share_of_the_core_filled_by_cells_before_placement" unit="">0.165</metric>
    <metric name="die_height" unit="um">81</metric>
  </group>
  <group name="final_layout">
    <metric name="finalCoreUtilization" unit="">0.230</metric>
    <metric name="drive_above_1_share" unit="">0.157</metric>
    <metric name="instances_no_fill" unit="">118</metric>
    <metric name="synthToLayoutAreaGrowth" unit="%">39.5</metric>
  </group>
  <group name="clock_network">
    <metric name="post_cts_resized" unit="">0</metric>
    <metric name="insertion_delay" unit="ps">330</metric>
    <metric name="cts-hold-fix-buffers" unit="">0</metric>
    <metric name="cts_setup_buffers" unit="">0</metric>
    <metric name="tritoncts_clock_tree" unit="">yes</metric>
    <metric name="path_clk_slew" unit="ps">40</metric>
  </group>
  <group name="power_and_ir_drop">
    <metric name="cell_internal_pwr" unit="uW">423</metric>
    <metric name="power.share.combinational" unit="">0.302</metric>
    <metric name="cellPowerDensity" unit="nW/um^2">735</metric>
    <metric name="p_clk_frac" unit="">0.399</metric>
    <metric name="seq_power_share" unit="">0.299</metric>
    <metric name="ir_worst_vdd" unit="uV">397</metric>
    <metric name="power_leakage" unit="uW">0.000370</metric>
    <metric name="total_switching_power" unit="uW">191</metric>
    <metric name="switching_share" unit="">0.311</metric>
  </group>
  <group name="place">
    <metric name="preCtsSetupSlack" unit="ps">552</metric>
    <metric name="dp_hpwl" unit="um">908</metric>
    <metric name="port_buffers" unit="">8</metric>
    <metric name="dpl.cell_count" unit="">111</metric>
    <metric name="finalWeightedCongestion" unit="">0.833</metric>
  </group>
  <group name="worst_hold_path">
    <metric name="min-delay-path-class" unit="">flop to flop</metric>
  </group>
  <group name="run">
    <metric name="openroad.warnings" unit="">29</metric>
    <metric name="cap_viol_max_count" unit="">0</metric>
  </group>
  <group name="outcome">
    <metric name="outcome" unit="">completed</metric>
  </group>
</metrics>
==> cell families (layout without fill, tap and decap cells) <==
logic type,after synthesis,after routing,share of synthesized area
adder cells (fa/ha/maj),10,10,0.209
flip-flops,10,10,0.418
AND-OR/OR-AND,10,10,0.136
buffers and inverters,5,20,0.0313
XOR/XNOR,6,6,0.0877
AND/OR/NAND/NOR,14,14,0.119
==> metrics by stage <==
step                      power, uW  hold slack (ps)  area [um^2]
after floorplan                 327              424          599
after global placement          382              517          739
after detailed placement        389              508          739
after CTS                       625              512          836
after global routing            667              556          836
final                           614              515          836
==> per-layer routing <==
| layer | vias to the layer above | GRT usage |
|---|---|---|
| li1 | 220 | - |
| met2 | 9 | 0.0549 |
| met5 | - | 0 |
| met1 | 228 | 0.0500 |
| met3 | 0 | 0.0245 |
| met4 | 0 | 0.0121 |
==> layout make-up <==
cell class	count	area (um^2)
clock buffer	8	106
fill	381	2800
inverter	5	18.8
multi-input combinational	40	330
sequential	10	250
tap	48	60.1
timing repair buffer	7	70.1
==> state kept, by name (all words and copies together) (netlist names) <==
name	count
counter	5
n	5
==> cell usage in the layout (no fill, tap or decap), drive strengths merged, types with 4 or more instances in the layout <==
cell | netlist | final
inv | 5 | 5
clkdlybuf4s50 | 0 | 8
ha | 10 | 10
clkbuf | 0 | 7
nor2 | 7 | 7
dfrtp | 10 | 10
xnor2 | 4 | 4
==> final timing paths <==
| path | from | end | cells after the start |
|---|---|---|---|
| setup / recovery | i_ref_clk | o_div_clk | 5 |
| hold / removal | counter[0]$_DFF_PN0_ | counter[0]$_DFF_PN0_ | 1 |
| setup reg to reg | n[0]$_DFF_PN0_ | counter[2]$_DFF_PN0_ | 9 |
| hold reg to reg | counter[0]$_DFF_PN0_ | counter[0]$_DFF_PN0_ | 1 |
| max in group asynchronous | i_rst_n | n[1]$_DFF_PN0_ | 1 |
| min in group asynchronous | i_rst_n | n[3]$_DFF_PN0_ | 1 |
==> power groups by stage <==
stage	Clock, uW	Combinational, uW	Sequential, uW
CTS	253	189	183
global route	264	215	189
finish	245	186	184
No activity file was given, so power comes from the tool's default toggle rates.
